<file path="design/flow/design.v">
module dot_product_memory_controller #(
    parameter DATA_WIDTH = 16,
    parameter NUM_UNITS = 4,
    parameter DEPTH = 16  
)(
    input  logic clk,
    input  logic reset,
    input  logic [NUM_UNITS-1:0] done_array,   
    output logic [NUM_UNITS-1:0][DATA_WIDTH-1:0] a_in_array,
    output logic [NUM_UNITS-1:0][DATA_WIDTH-1:0] b_in_array,
    output logic [NUM_UNITS-1:0][DATA_WIDTH-1:0] bias_array
);
    logic [DATA_WIDTH-1:0] a_mem[DEPTH-1:0][NUM_UNITS-1:0];
    logic [DATA_WIDTH-1:0] b_mem[DEPTH-1:0][NUM_UNITS-1:0];
    logic [DATA_WIDTH-1:0] bias_mem[DEPTH-1:0][NUM_UNITS-1:0];
    logic [$clog2(DEPTH)-1:0] read_index[NUM_UNITS-1:0];
    initial begin
        for (int i = 0; i < DEPTH; i++) begin
            for (int j = 0; j < NUM_UNITS; j++) begin
                a_mem[i][j] = i + j;
                b_mem[i][j] = i + 2*j;
                bias_mem[i][j] = j;
            end
        end
    end
    always_ff @(posedge clk or posedge reset) begin
        if (reset) begin
            for (int i = 0; i < NUM_UNITS; i++) begin
                read_index[i] <= 0;
            end
        end else begin
            for (int i = 0; i < NUM_UNITS; i++) begin
                if (done_array[i]) begin
                    if (read_index[i] < DEPTH - 1)
                        read_index[i] <= read_index[i] + 1;
                end
            end
        end
    end
    always_comb begin
        for (int i = 0; i < NUM_UNITS; i++) begin
            a_in_array[i] = a_mem[read_index[i]][i];
            b_in_array[i] = b_mem[read_index[i]][i];
            bias_array[i] = bias_mem[read_index[i]][i];
        end
    end
endmodule
</file>
<file path="design/flow/run.sh">
#!/bin/bash
# OpenROAD 26Q1-2900-gdf79404cd8, Yosys 0.63+post, stock flow scripts
make -C /OpenROAD-flow-scripts/flow DESIGN_CONFIG=/design/flow/config.mk WORK_HOME=/design/flow/orfs finish
</file>
<file path="design/flow/config.mk">
export PLATFORM = sky130hd
export DESIGN_NAME = dot_product_memory_controller
export DESIGN_NICKNAME = dot_product_memory_controller
export VERILOG_FILES = /design/flow/design.v
export SDC_FILE = /design/flow/constraint.sdc
export NUM_CORES = 4
export LEC_CHECK = 1
export CORE_AREA = 10 10 91 91
export DIE_AREA = 0 0 101 101
export SYNTH_HDL_FRONTEND = slang
</file>
<file path="design/flow/constraint.sdc">
current_design dot_product_memory_controller

set clk_period 1.4
set clk_io_pct 0.2

create_clock -name clk0 -period $clk_period [get_ports {clk}]

set non_clock_inputs [all_inputs -no_clocks]
set_input_delay [expr $clk_period * $clk_io_pct] -clock clk0 $non_clock_inputs
set_output_delay [expr $clk_period * $clk_io_pct] -clock clk0 [all_outputs]
</file>
==> reports/qor.yml <==
reg2regPathDepth: 6
die_w_um: 101
finalCriticalPeriod_ns: 1.63
areaGrowthSynthToFinish_pct: 26.8
yosysWarnings: 0
finalSetupTns_ns: -2.70
ios: 198
period_used_share: 1.17
lay_top_cells: "154 x conb_1, 33 x buf_4, 31 x buf_6, 16 x ha_4, 14 x buf_2"
cp-start-kind: "flop"
logic_area_sq_mm: 0.00150
busiest_layer: "met2"
seq_area_sq_um: 405
htreeDepth: 1
fin_util: 0.473
largest_register_ffs: 16
timing.rr.start: "read_index[10]$_DFFE_PP0P_"
wl_per_cell_um: 12.9
rsz0062_at_grt: "true"
finalWorstSetupSlack_ns: -0.233
max_cap_violations: 0
leakage_uw: 0.00164
top_register: "read_index"
grt_max_degree: 17
reg2reg_to: "read_index[8]$_DFFE_PP0P_"
dieArea_sq_mm: 0.0102
finalSetupViolCount: 24
track_usage: 0.0926
gp_congestion: 0.788
io_buffers: 43
fin_skew_ns: 0.00714
cp-end-kind: "output pin"
synth.yosys.num_cells: 281
num_rows: 29
top_area_cell: "buf_4"
synthCells: 281
yosys.area.top_type_share: 0.529
vias: 1559
vias_per_cell: 3.53
grt_pass1_wl_um: 8000
wirelength_um: 5710
fp-utilization: 0.373
cts.sinks: 16
required_ns: 1.12
power_per_cell_area_mw_per_mm2: 2020
fillers: 521
antenna_found_initial: 0
numCtsBuffers: 3
cts_buffer_depth: 2
r2r_slack_ns: -0.05
drv_slew: 0
top_cells_by_area: "buf_4 53%, dfrtp_1 17%, ha_1 11%"
ys_ff: 16
crit_type: "reg2out"
ant_nets: 0
grtUsageMet2: 0.166
ys_seq_share: 0.169
violations: "negative setup slack"
synth_cell_types: 32
ys_area_sq_mm: 0.00237
post-dp-hpwl_um: 4500
drt_first_pass_iters: 4
cp_max_fo: 5
grt_pass1_vias: 1702
fp.coreArea_sq_mm: 0.00635
hp-class: "in2async"
drive_above_1_share: 0.392
place_ws_ns: -0.295
top_regs: "read_index: 16 flops"
clk_transition_reported_paths_ns: 0.07
p_total_uw: 6060
use_met3: 0.0402
hold_viol: 0
diodes: 0
use_met1: 0.105
crit_arrival_ns: 1.35
drt-initial-drc-count: 26
drc: 0
syn_avg_cell_area_sq_um: 8.44
max_freq_ghz: 0.612
mostFrequentLayoutCell: "conb_1"
cts_tree: "done"
die_y_um: 101
root_buffer: "clkbuf_8"
syn_area_sq_mm: 0.00237
max-vdd-ir-drop_mv: 1.29
clk_latency_ns: 0.25
status: "finished with violations"
warning_count: 38
overflow: 0
-- synth_stat cells, drive strengths merged --
library cell    n
xnor2           5
clkbuf          3
inv            12
nor2            4
a31oi           4
dfrtp          16
and2            4
a21boi          2
mux2i           4
a41oi           1
or2             2
nand3b          1
o21ai           5
a22o            1
buf           169
xor2            1
nor2b           3
nand2           9
mux2            2
nand3           5
conb            2
ha             20
a21oi           4
nand4           1
o31ai           1
-- per-layer routing --
| metal | up-vias | part of all wire |
|---|---|---|
| li1 | 726 | - |
| met1 | 730 | 0.41 |
| met2 | 103 | 0.49 |
| met3 | 0 | 0.098 |
| met4 | 0 | 0 |
| met5 | - | 0 |
-- worst max-delay path by stage --
stage | startpoint | slack [ns] | endpoint
CTS | read_index[10]$_DFFE_PP0P_ | -0.23 | b_in_array[34]
global route | read_index[10]$_DFFE_PP0P_ | -0.28 | b_in_array[34]
finish | read_index[10]$_DFFE_PP0P_ | -0.23 | b_in_array[34]
-- worst max-delay path, cell delays in order, from the launching register on --
cell	delay (ns)
dfrtp_2	0.44
inv_4	0.07
buf_6	0.12
ha_4	0.14
or2_4	0.23
buf_2	0.11
-- final cells by class --
type	instances	area share
multi-input combinational	233	0.498
timing repair buffer	100	0.299
sequential	16	0.135
tap	77	0.0320
clock buffer	4	0.0183
inverter	12	0.0175
-- stage by stage --
| step | cells | hold WS, ns | instance area [sq um] |
|---|---|---|---|
| after floorplan | 433 | 0.194 | 2940 |
| after global placement | 407 | 0.534 | 2380 |
| after detailed placement | 407 | 0.544 | 2380 |
| after CTS | 436 | 0.346 | 2800 |
| after global routing | 442 | 0.372 | 3010 |
| final | 442 | 0.355 | 3010 |
-- power by group --
| group | total [uW] | internal (uW) | switching (uW) | leakage [uW] |
|---|---|---|---|---|
| sequential | 1030 | 712 | 318 | 0.000181 |
| combinational | 4630 | 2990 | 1640 | 0.00143 |
| clock | 404 | 249 | 155 | 0.0000288 |
| total | 6060 | 3950 | 2110 | 0.00164 |
-- cell families (layout without fill, tap and decap cells) --
group,Yosys count,after routing,synth area share
buffers and inverters,184,116,0.559
and+or+nand+nor,29,29,0.0649
adders and majority gates,20,20,0.106
AOI/OAI and AO/OA,18,18,0.0480
DFF,16,16,0.169
xor gates and xnor gates,6,6,0.0222
muxes,6,6,0.0280
other,2,154,0.00317
-- what timing repair did --
action	in CTS	in global routing
hold buffers	0	0
endpoints found under the hold margin	0	0
setup endpoints to repair	41	37
resized	143	53
buffers inserted	27	7
pin swaps	16	13
No activity file was given, so power comes from the tool's default toggle rates.
